==> design.v <==
module if_stage  (input logic 	      clk,              
				  input logic 	      rst,              
			      input logic   	  ex_take_branch_out, 
				  input logic [31:0]  ex_target_PC_out,   
				  input logic [31:0]  Imem2proc_data,     
				  input logic         hazard,
				  output logic [31:0] proc2Imem_addr,     
				  output logic [31:0] if_PC_out,          
				  output logic [31:0] if_NPC_out,         
			      output logic [31:0] if_IR_out          
				  );
logic [31:0] PC_reg; 				    
logic [31:0] PC_plus_4;
logic [31:0] next_PC;
logic 	PC_enable;
assign proc2Imem_addr ={PC_reg[31:2], 2'b0};
assign if_IR_out = Imem2proc_data;
assign PC_plus_4 = PC_reg + 4;
logic valid;
assign valid=1;
assign next_PC = (ex_take_branch_out) ? ex_target_PC_out : PC_plus_4;
assign PC_enable = !hazard ;
assign if_PC_out = PC_reg;
assign if_NPC_out = PC_plus_4;
always_ff @(posedge clk) begin
	if(rst)
		PC_reg <= 0;        
	else if(PC_enable)
		PC_reg <= next_PC;  
end 
endmodule   
==> run.sh <==
#!/bin/bash
# OpenROAD 26Q1-2900-gdf79404cd8, Yosys 0.63+post, stock flow scripts
make -C /OpenROAD-flow-scripts/flow DESIGN_CONFIG=/design/flow/config.mk WORK_HOME=/design/flow/orfs finish
==> config.mk <==
export PLATFORM = sky130hd
export DESIGN_NAME = if_stage
export DESIGN_NICKNAME = if_stage
export VERILOG_FILES = /design/flow/design.v
export SDC_FILE = /design/flow/constraint.sdc
export NUM_CORES = 4
export LEC_CHECK = 1
export CORE_AREA = 10 10 107 107
export DIE_AREA = 0 0 117 117
==> constraint.sdc <==
current_design if_stage

set clk_period 8.6
set clk_io_pct 0.2

create_clock -name clk0 -period $clk_period [get_ports {clk}]

set non_clock_inputs [all_inputs -no_clocks]
set_input_delay [expr $clk_period * $clk_io_pct] -clock clk0 $non_clock_inputs
set_output_delay [expr $clk_period * $clk_io_pct] -clock clk0 [all_outputs]
==> impl_metrics.json <==
{
  "ys_area_um2": 2860,
  "gr-usage-all-layers": 0.128,
  "finalClockSkew_ps": 8.41,
  "yosysMostFrequentCell": "buf_4",
  "reg2reg_depth": 6,
  "n_antenna_cell": 0,
  "numCtsBuffers": 5,
  "drive_above_1_share": 0.0656,
  "cts_sinks": 32,
  "ys_seq_frac": 0.224,
  "tightest_slew_ps": 683,
  "stdcell_area_um2": 3790,
  "ys_types": 55,
  "clk_pin_slew_ps": 70,
  "hold_ws_ps": 533,
  "grt_pass1_vias": 2647,
  "yosys.area.top_type": "dfxtp_1",
  "avgSynthCellArea_um2": 7.57,
  "ant_nets": 0,
  "async_flop_share": 0,
  "cp-startpoint": "PC_reg[10]$_SDFFE_PP0N_",
  "cts_tree": "done",
  "synth.top_cell.area_share": 0.224,
  "core-area_um2": 9200,
  "ys_top_cells_by_count": "buf_4, nand2_1, dfxtp_1, nor2_1, a21oi_1",
  "pin_count": 196,
  "fillers": 935,
  "worstReg2RegStart": "PC_reg[2]$_SDFFE_PP0N_",
  "power_density_nw_per_um2": 102,
  "rsz0062_at_grt": "false",
  "end_kind": "output port",
  "cp_max_fo": 13,
  "via_count": 2751,
  "netlist_instances": 377,
  "worst-endpoint-arrival_ps": 2680,
  "die_h_um": 117,
  "vdd_ir_drop_max_uv": 53.0,
  "rows": 35,
  "edf_count": 0,
  "ys.flops": 32,
  "fp_util": 0.310,
  "htreeDepth": 2,
  "die_width_um": 117,
  "gp_congestion": 0.810,
  "ctsHoldBuffers": 0,
  "cp-start-kind": "flop",
  "clock_latency_ps": 280,
  "synth_top_flop_cell": "dfxtp_1",
  "yosysCellCount": 377,
  "p_leak_uw": 0.00137,
  "warning_count": 25,
  "drtIter0Drc": 112,
  "wl_um": 9250,
  "setup-violations-final": 0,
  "grt-ovfl-total": 0,
  "largest_register_ffs": 32,
  "grt_start_max_net_pins": 66,
  "route.detailed.drc": 0,
  "utilization": 0.412,
  "area_leaders": "dfxtp_1, buf_4, xnor2_1, nand2_1, a21oi_1",
  "netlist_area_um2": 2860,
  "grt_pass1_wl_um": 14100,
  "syn_to_final_growth_pct": 32.6,
  "worstHoldPathCells": 2,
  "yosys_warnings": 1,
  "dr.pass1.iters": 4,
  "wl_per_cell_um": 17.2,
  "max_freq_mhz": 227,
  "hold_viol": 0,
  "dp_hpwl_um": 6830,
  "maxCapViolations": 0,
  "cts-resized-gates": 0,
  "dieArea_um2": 13700,
  "hp-class": "reg -> reg",
  "placed_area_um2": 3710,
  "outcome": "complete, no violations",
  "min_from": "PC_reg[0]$_SDFFE_PP0P_",
  "cts_root_buffer": "clkbuf_8",
  "cts_buffer_depth": 2,
  "post_cts_buffers": 0,
  "fin_crit_sh": 0.511,
  "numPortBuffers": 129,
  "maxSlewHeadroom": 0.544,
  "grt_antenna_before_repair": 0,
  "fin_tns_setup_ps": 0,
  "final.min_clock_period_ps": 4400,
  "slew_viol_final": 0,
  "critical_path_required_ps": 6880,
  "viasPerCell": 5.11,
  "path_class": "reg -> out"
}
==> cells in the final DEF (no fill, tap or decap), types with 4 or more instances in the layout <==
master / Yosys / layout
nand4_1: 4 / 4
clkbuf_8: 0 / 5
o31ai_1: 4 / 4
dfxtp_1: 32 / 32
a31oi_1: 6 / 6
xnor2_1: 16 / 16
nand2_1: 35 / 35
and4_1: 6 / 6
mux2i_1: 9 / 9
nor2_1: 29 / 29
nor2b_1: 9 / 9
a21oi_1: 25 / 25
inv_1: 6 / 6
nor4_2: 5 / 5
xor2_1: 12 / 12
clkdlybuf4s50_1: 0 / 128
and3_1: 7 / 7
a22oi_1: 9 / 9
nand3_1: 10 / 10
o21ai_0: 14 / 14
==> cell families (layout without fill, tap and decap cells) <==
group | count (synthesis) | count (layout) | synth area share
other | 1 | 2 | 0.00131
and+or+nand+nor | 127 | 127 | 0.250
AOI/OAI and AO/OA | 82 | 82 | 0.184
DFF | 32 | 32 | 0.224
buffers and inverters | 97 | 146 | 0.218
xor gates and xnor gates | 28 | 28 | 0.0859
muxes | 9 | 9 | 0.0316
adders and majority gates | 1 | 1 | 0.00438
==> metal layers <==
| layer | track usage | up-vias | share of wire |
|---|---|---|---|
| met4 | 0.0132 | 0 | 0.0056 |
| met2 | 0.207 | 106 | 0.47 |
| li1 | - | 1353 | - |
| met1 | 0.165 | 1281 | 0.42 |
| met5 | 0 | - | 0 |
| met3 | 0.0485 | 11 | 0.11 |
==> metrics by stage <==
step	power, uW	instances	setup slack (ps)
floorplan	225	378	5060
global placement	279	531	4550
detailed placement	279	531	4500
CTS	394	538	4170
global route	409	538	3950
finish	385	538	4200
==> path summary, 6_finish.rpt <==
check,to,slack (ps)
setup / recovery,if_NPC_out[26],4200
hold / removal,PC_reg[0]$_SDFFE_PP0P_,530
setup reg to reg,PC_reg[24]$_SDFFE_PP0N_,6350
hold reg to reg,PC_reg[0]$_SDFFE_PP0P_,530
==> power by group <==
group	switching, uW	total (uW)	internal [uW]
registers	16.8	173	156
clock network	56.6	112	55.1
logic	32.1	101	68.5
total	105	385	280
==> cell type report <==
type / count / area (um^2) / share of cell area
Tap cell: 111 / 139 / 0.0367
Inverter: 7 / 26.3 / 0.00694
Sequential cell: 32 / 641 / 0.169
Clock buffer: 6 / 72.6 / 0.0192
Timing Repair Buffer: 132 / 1310 / 0.346
Clock inverter: 1 / 5.00 / 0.00132
Multi-Input combinational cell: 249 / 1600 / 0.421
==> worst max-delay path, stage by stage, from the launching register on <==
cell             delay [ps]
dfxtp_1                 560
and4_1                  480
nand3_2                 180
or4_4                   540
xnor2_1                 140
clkdlybuf4s50_1         510
No activity file was given, so power comes from the tool's default toggle rates.

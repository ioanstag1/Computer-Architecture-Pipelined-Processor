==> flow/design.v <==
module ForwardUnit(
  input logic [4:0] id_ex_dest_reg_idx,
  input logic [4:0] ex_mem_dest_reg_idx,
  input logic [4:0] if_id_rs1,
  input logic [4:0] if_id_rs2,
  input logic [31:0] ex_alu_result_out,
  input logic [31:0] mem_result_out,
  input logic [31:0] wb_reg_wr_data_out,
  input logic ex_mem_rd_mem,
  input logic id_ex_rd_mem,
  input logic [4:0]mem_wb_dest_reg_idx,
  input logic stall,
  output logic forward_rs1,
  output logic forward_rs2,
  output logic [31:0] forward_rega_out,
  output logic [31:0] forward_regb_out
);
  assign forward_rs1_ex = !id_ex_rd_mem & (id_ex_dest_reg_idx != 0) & (id_ex_dest_reg_idx == if_id_rs1);
  assign forward_rs2_ex = !id_ex_rd_mem & (id_ex_dest_reg_idx != 0) & (id_ex_dest_reg_idx == if_id_rs2);
  assign forward_rs1_mem = !ex_mem_rd_mem & (ex_mem_dest_reg_idx != 0) & (ex_mem_dest_reg_idx == if_id_rs1) &!forward_rs1_ex;
  assign forward_rs2_mem = !ex_mem_rd_mem & (ex_mem_dest_reg_idx != 0) & (ex_mem_dest_reg_idx == if_id_rs2) &!forward_rs2_ex;
  assign forward_rs1_wb = (mem_wb_dest_reg_idx!=0) & (mem_wb_dest_reg_idx==if_id_rs1)&!forward_rs1_ex &!(!ex_mem_rd_mem & (ex_mem_dest_reg_idx != 0) & (ex_mem_dest_reg_idx == if_id_rs1));
  assign forward_rs2_wb = (mem_wb_dest_reg_idx!=0) & (mem_wb_dest_reg_idx==if_id_rs2)&!forward_rs2_ex &!(!ex_mem_rd_mem & (ex_mem_dest_reg_idx != 0) & (ex_mem_dest_reg_idx == if_id_rs2));
  assign forward_rs1=(forward_rs1_ex|forward_rs1_mem|forward_rs1_wb);
  assign forward_rs2=(forward_rs2_ex|forward_rs2_mem|forward_rs2_wb);
  always_comb begin
    if (forward_rs1_ex )
      forward_rega_out=ex_alu_result_out;  
    else if (forward_rs1_mem)
      forward_rega_out = mem_result_out;  
    else if (forward_rs1_wb )
      forward_rega_out=wb_reg_wr_data_out; 
    else
      forward_rega_out=0;
    if (forward_rs2_ex )
      forward_regb_out=ex_alu_result_out;  
    else if (forward_rs2_mem)
      forward_regb_out = mem_result_out;  
    else if (forward_rs2_wb )
      forward_regb_out=wb_reg_wr_data_out; 
    else
      forward_regb_out=0;
  end
endmodule
==> flow/run.sh <==
#!/bin/bash
# OpenROAD 26Q1-2900-gdf79404cd8, Yosys 0.63+post, stock flow scripts
make -C /OpenROAD-flow-scripts/flow DESIGN_CONFIG=/design/flow/config.mk WORK_HOME=/design/flow/orfs finish
==> flow/config.mk <==
export PLATFORM = sky130hd
export DESIGN_NAME = ForwardUnit
export DESIGN_NICKNAME = ForwardUnit
export VERILOG_FILES = /design/flow/design.v
export SDC_FILE = /design/flow/constraint.sdc
export NUM_CORES = 4
export LEC_CHECK = 1
export CORE_AREA = 10 10 115 115
export DIE_AREA = 0 0 125 125
==> flow/constraint.sdc <==
current_design ForwardUnit

set clk_period 5.6
set clk_io_pct 0.2

create_clock -name clk0 -period $clk_period

set non_clock_inputs [all_inputs -no_clocks]
set_input_delay [expr $clk_period * $clk_io_pct] -clock clk0 $non_clock_inputs
set_output_delay [expr $clk_period * $clk_io_pct] -clock clk0 [all_outputs]
==> results_dict.tcl <==
# flow metrics
set metrics [dict create \
    ios 190 \
    path_class "primary input to output port" \
    first_global_vias 3118 \
    yosys_warnings 7 \
    largest_area_cell "nor2_1" \
    startpoint_type "primary input" \
    vias_per_cell 4.74 \
    worstMarginPinSlew_ns 0.818 \
    rsz0062_at_grt "false" \
    drv_slew 0 \
    grt_max_degree 38 \
    antenna_left 0 \
    synth_cell_types 29 \
    fp_util_pct 18.7 \
    logic_family "simple AND/OR/NAND/NOR gates" \
    mux_share_pct 0 \
    synth.cell_area_um2 2020 \
    clkbuf_count 0 \
    routed_wl_mm 11.3 \
    pre_cts_ws_ns 0.534 \
    relSlewSlack_pct 45.4 \
    synthTopCellsByArea "nor2_1 13%, a31oi_1 9.0%, xnor2_1 8.2%" \
    whs_ns 3.20 \
    status "completed" \
    ys_cells 344 \
    syn-instance-count 344 \
    vias 3092 \
    setup_tns_ns 0 \
    portBuffers 189 \
    grt_overflow_total 0 \
    period_needed_ns 5.05 \
    openroad.warnings 33 \
    regArea_um2 0 \
    antenna_found_initial 0 \
    p_leak_nw 1.35 \
    aoi_share_pct 39.0 \
    postSynthSeqShare_pct 0 \
    antenna_cells 0 \
    place.gp.congestion 0.900 \
    yosys.area.top_type_share_pct 12.6 \
    total_power_mw 0.232 \
    fin_crit_sh_pct 90.2 \
    yosys.area_share.simple_pct 40.1 \
    post-cts-setup-buffers 0 \
    setup_ws_ns 0.548 \
    yosysChipArea_um2 2020 \
    worst-path-max-fanout 19 \
    hold_buffers 0 \
    flops 0 \
    ctsResizeCount 0 \
    row_count 38 \
    coreArea_um2 10800 \
    cp.required_ns 4.48 \
    hold_class "primary input to output port" \
    grt_usage_pct 13.6 \
    endpoint_kind "output port" \
    drive_gt1_share_pct 7.42 \
    fmax_mhz 198 \
    die_w_um 125 \
    drc_errors 0 \
    avgSynthCellArea_um2 5.88 \
    fp.dieArea_um2 15600 \
    die_h_um 125 \
    grt_pass1_wl_mm 17.9 \
    lay_top_cells "189 x clkdlybuf4s50_1, 66 x nor2_1, 32 x nand3_1" \
    peakVddDrop_mv 0.0336 \
    dr.pass1.iters 4 \
    fillerInstances 1127 \
    cap_violations 0 \
    xor_share_pct 12.6 \
    hold_viol 0 \
    drt_iter0_drc 203 \
    synth_adder_area_share_pct 0 \
    arrival_ns 3.93 \
    dp_hpwl_mm 8.95 \
    finalSetupViolCount 0 \
    wl_per_cell_um 17.4 \
    area_delta_synth_final_pct 99.8 \
    power.density_cell_area_nw_per_um2 57.5 \
    mostFrequentLayoutCell "clkdlybuf4s50_1" \
]
-- worst paths after layout --
kind | startpoint | depth (start not counted) | to
setup / recovery | if_id_rs1[0] | 8 | forward_rega_out[20]
hold / removal | wb_reg_wr_data_out[19] | 4 | forward_regb_out[19]
-- cells in the mapped netlist (2+ instances only) --
master / n
nand4_1: 2
o211ai_1: 5
nor2_1: 68
a32oi_1: 3
xnor2_1: 19
a22oi_2: 10
a21oi_1: 26
buf_2: 5
nor3_1: 3
nor2b_1: 22
nand2_1: 31
buf_6: 3
xor2_1: 10
and2b_1: 10
a31oi_1: 29
a21oi_2: 10
nand3_1: 32
a22oi_1: 22
clkbuf_1: 24
-- routing by layer --
| layer | global-route usage [%] | wire, um | vias to the layer above |
|---|---|---|---|
| li1 | - | - | 1569 |
| met1 | 18.6 | 5050 | 1388 |
| met2 | 22.2 | 5330 | 135 |
| met3 | 3.55 | 961 | 0 |
| met4 | 0.136 | 0 | 0 |
| met5 | 0 | 0 | - |
-- logic make-up after synthesis --
logic type / count (synthesis)
buffers and inverters: 35
AOI/OAI and AO/OA: 107
and+or+nand+nor: 173
xor gates and xnor gates: 29
-- power breakdown --
| part | switching (mW) | leakage, nW | internal (mW) |
|---|---|---|---|
| Combinational | 0.0833 | 1.35 | 0.149 |
| Sequential | 0 | 0 | 0 |
| Clock | 0 | 0 | 0 |
-- layout make-up --
type                            instances  area, um^2  share of cell area, %
Inverter                                1        3.75                 0.0929
Multi-Input combinational cell        309        1860                   46.0
Tap cell                              140         175                   4.34
Timing Repair Buffer                  202        2000                   49.6
-- worst max-delay path, cell delays in order --
cell and delay (ns):
clkdlybuf4s50_1 0.50, xor2_1 0.20, nor4_1 0.57, and2_2 0.53, buf_12 0.23, a22oi_1 0.09
a21oi_1 0.20, clkdlybuf4s50_1 0.49
-- per-stage QoR --
step	area [um^2]	cells	utilization (%)
after global routing	4040	652	37.3
final	4040	652	37.3
after global placement	4040	652	37.3
after detailed placement	4040	652	37.3
after CTS	4040	652	37.3
after floorplan	2020	344	-
No activity file was given, so power comes from the tool's default toggle rates.
